==> design.v <==
module Alu(
    input clk,
    input[2:0] opcode,
    input[7:0] a,
    input[7:0] b,
    input enable,
    output [7:0] out,
    output reg carry,
    output reg z
);
    reg [7:0] resultBuffer; 
    reg carryBuffer; 
    always @(posedge clk) begin
        if( enable ) begin
            case (opcode)
                3'b000: {carry, resultBuffer} = a + b;
                3'b111: {carry, resultBuffer} = a + b + carry;
                3'b001: {carry, resultBuffer} = a - b;
                3'b010: {carry, resultBuffer} = a+1;
                3'b011: {carry, resultBuffer} = a-1;
                3'b100: {carry, resultBuffer} = a&b;
                3'b101: {carry, resultBuffer} = a|b;
                3'b110: {carry, resultBuffer} = a^b;
                default: resultBuffer = 'hxx;
            endcase
            z = (resultBuffer == 0) ? 1 : 0;
        end
    end
    assign out = (enable) ? resultBuffer : 8'bz;
endmodule
module Alu_tb(    
);
    reg clk;
    reg [2:0] opcode;
    reg [7:0] a;
    reg [7:0] b;
    reg enable;
    wire carry;
    wire [7:0] out;
    wire z;
    Alu alu(clk, opcode, a, b, enable, out, carry, z);
    initial begin 
        $display("clk,\topcode,\ta,\t\tb,\t\tenable,\tout,\t\tcarry,\tz"); 
        $monitor("%b,\t%b,\t%b,\t%b,\t%b,\t%b,\t%b,\t%b", clk, opcode, a, b, enable, out, carry, z);
        #1  clk = 0; a=0; b=0;
        #2  clk = 1; a = 5; b=6; opcode=3'b000; enable=1;
        #3  clk = 0;
        #4  clk = 1; enable=0;
        #5  clk = 0;
        #6  clk = 1; a = 0; b=0; opcode=3'b000; enable=1;
        #7  clk = 0;
        #8  clk = 1; a = 255; b=1; opcode=3'b000; enable=1;
        #9  clk = 0;
        #10 clk = 1;
    end
endmodule
==> run.sh <==
#!/bin/bash
# OpenROAD 26Q1-2900-gdf79404cd8, Yosys 0.63+post, stock flow scripts
make -C /OpenROAD-flow-scripts/flow DESIGN_CONFIG=/design/flow/config.mk WORK_HOME=/design/flow/orfs finish
==> config.mk <==
export PLATFORM = sky130hd
export DESIGN_NAME = Alu
export DESIGN_NICKNAME = Alu
export VERILOG_FILES = /design/flow/design.v
export SDC_FILE = /design/flow/constraint.sdc
export NUM_CORES = 4
export LEC_CHECK = 1
export CORE_AREA = 10 10 107 107
export DIE_AREA = 0 0 117 117
==> constraint.sdc <==
current_design Alu

set clk_period 8.2
set clk_io_pct 0.2

create_clock -name clk0 -period $clk_period [get_ports {clk}]

set non_clock_inputs [all_inputs -no_clocks]
set_input_delay [expr $clk_period * $clk_io_pct] -clock clk0 $non_clock_inputs
set_output_delay [expr $clk_period * $clk_io_pct] -clock clk0 [all_outputs]
==> impl_metrics.toml <==
# flow metrics
[synthesis]
topCellsByArea = "ha_1 (18%), edfxtp_1 (16%), inv_1 (4.4%)"
synth-edff-count = 10
yosysChipArea_um2 = 1890
ys.warnings.count = 2
synthFlopType = "edfxtp_1"
synth_cell_types = 55
synth-async-reset-ratio_pct = 0
avgSynthCellArea_um2 = 8.07
synth_cells = 234
ys_cells = 234
post-synth-top-area-cell = "ha_1"
netlist_area_um2 = 1890
postSynthSeqShare_pct = 15.9
ys.flops = 10
synth_top_area_share_pct = 17.9

[floorplan]
initial_core_util_pct = 20.5
core_area_um2 = 9200
pin_count = 31
die_h_um = 117
chipArea_um2 = 13700
row_count = 35
die_x_um = 117

[final_timing]
fmax_mhz = 185
skew_ps = 1.40
worst_slew_margin_rel_pct = 32.1
rsz0062_at_grt = "false"
period_used_pct = 65.9
fin_setup_tns_ps = 0
worstMarginPinSlew_ps = 1020
hold_viol_final = 0
setup_viol = 0
slew_violations = 0
period_needed_ps = 5400

[status]
status = "finished, final reports clean"

[clock_network]
clock-sinks = 10
htree_levels = 1
cts-buffers-inserted = 3
cts_tree = "built"
cts_hold_buffers = 0
clk_path_buf_depth = 2
root_buffer = "clkbuf_8"
post_cts_resize_count = 0
clkSlewWorstSetupHoldPaths_ps = 40
clock_latency_ps = 230
postCtsSetupBuffers = 0

[critical_path]
r2r_slack_ps = 5740
cp.arrival_ps = 5380
worstPathMaxFanout = 19
path_class = "in -> reg"
slowest_delay_ps = 960
critical_path.endpoint_type = "register"
cpMaxStageDelayCell = "clkdlybuf4s50_1"
crit_required_ps = 8180
critPathLaunchType = "input pin"
worstPathCellList = "clkdlybuf4s50_1, nand2b_1, nor2_1, a21o_1, inv_1, ha_1, or2_2, o221a_2, o211a_1, a211oi_1, o21ai_0, a2bb2oi_1, nor4_2"

[global_route]
grt_use_total_pct = 7.81
grt_pass1_wl_um = 8690
grt_max_degree = 25
antenna_found_initial = 0
grt_overflow = 0
grt_pass1_vias = 1722

[layout]
area_growth_pct = 23.5
fin_util_pct = 25.3
layout-drive-gt1-share_pct = 5.43
final_area_um2 = 2330
fillers = 1002

[routing]
diodes = 0
vias_per_cell = 5.01
vias = 1849
first_pass_iters = 4
wl_per_cell_um = 14.3
routed_wirelength_um = 5270
drc = 0
ant_nets = 0
drt-initial-drc-count = 57

[place]
placed_area_um2 = 2290
gp_congestion = 0.875
place_hpwl_um = 4400
numPortBuffers = 30

[flow_run]
warnings = 34
maxCapViolations = 0

[power_and_ir_drop]
p_per_area_nw_per_um2 = 115
power.leakage_nw = 0.957
p_total_w = 0.000268
ir_worst_vdd_mv = 0.0362

[hold_path]
holdCritPathClass = "reg -> reg"
## synthesized netlist by cell type, drive strengths merged (4+ instances only)
cell     n
o221a    4
clkbuf   5
a21o     4
inv     22
xnor2    4
nor2    15
mux2i    7
nor3     4
nor2b    5
edfxtp  10
nand2   10
a21oi   16
or3      4
buf      4
o21ai   11
nand3    9
o21a     4
o211ai   5
ha      27
a211oi   4
nand2b   5
## final timing paths
| check | startpoint | endpoint | cells past startpoint |
|---|---|---|---|
| hold / removal | carry$_DFFE_PP_ | resultBuffer[0]$_DFFE_PP_ | 4 |
| setup / recovery | opcode[1] | z$_DFFE_PP_ | 13 |
| hold reg to reg | carry$_DFFE_PP_ | resultBuffer[0]$_DFFE_PP_ | 4 |
| setup reg to reg | carry$_DFFE_PP_ | z$_DFFE_PP_ | 9 |
## critical path: cells and delay by family
family	cells	cell delay, ps
and+or+nand+nor	4	1130
AOI/OAI and AO/OA	6	1420
buffers and inverters	2	1010
adders and majority gates	1	160
## final cells by class
| cell class | instances | area, um^2 | area share [%] |
|---|---|---|---|
| clock buffer | 3 | 41.3 | 1.77 |
| inverter | 22 | 82.6 | 3.54 |
| multi-input combinational | 193 | 1470 | 63.0 |
| sequential | 10 | 300 | 12.9 |
| tap | 111 | 139 | 5.96 |
| timing repair buffer | 30 | 300 | 12.9 |
## placed cells by master (no fill, tap or decap), types with 3 or more instances in the layout
cell type and n:
a211oi_1 4, a211o_1 3, a21oi_1 16, o22ai_1 3
a21o_1 4, or3_1 4, nor2_1 15, edfxtp_1 10
nand2b_1 5, o211ai_1 5, nand2_1 10, inv_1 22
xnor2_1 4, o221a_2 4, clkbuf_8 3, o21a_1 4
o221ai_1 3, nor2b_1 5, mux2i_1 7, nor3_1 4
or2_2 3, o21ai_0 11, nand3_1 9, ha_1 27
xor2_1 3, clkdlybuf4s50_1 30
## where the power goes
part / internal, W / switching [W] / total, W
clock: 0.0000319 / 0.0000164 / 0.0000482
sequential: 0.0000656 / 0.00000190 / 0.0000675
combinational: 0.0000720 / 0.0000808 / 0.000153
## per-stage QoR
step / hold slack (ps) / setup WS (ps) / instances
final: 972 / 2800 / 369
after CTS: 966 / 2800 / 369
after detailed placement: 953 / 2540 / 366
after global routing: 1030 / 2480 / 369
after global placement: 950 / 2570 / 366
after floorplan: 810 / 3730 / 234
## metal layers
metal	up-vias	track usage, %	part of all wire (%)
li1	933	-	-
met1	865	11.0	49
met2	46	13.0	45
met3	5	1.08	5.3
met4	0	0.577	0.70
met5	-	0	0
## cells by family after synthesis
family	share of synthesized area [%]
compound gates	30.1
xor+xnor	3.25
fa+ha+maj	20.0
buf+inv	6.36
flops	15.9
mux	3.71
simple gates	20.7
## registers in the layout, indices dropped and copies added, names as in the netlist
register	count
z	1
carry	1
resultBuffer	8
No activity file was given, so power comes from the tool's default toggle rates.
